<file path="./run.sh">
#!/bin/bash
# OpenROAD 26Q1-2900-gdf79404cd8, Yosys 0.63+post, stock flow scripts
make -C /OpenROAD-flow-scripts/flow DESIGN_CONFIG=/design/flow/config.mk WORK_HOME=/design/flow/orfs finish
</file>
<file path="./config.mk">
export PLATFORM = sky130hd
export DESIGN_NAME = trafficLights
export DESIGN_NICKNAME = trafficLights
export VERILOG_FILES = /design/flow/design.v
export SDC_FILE = /design/flow/constraint.sdc
export NUM_CORES = 4
export LEC_CHECK = 1
export CORE_UTILIZATION = 30
</file>
<file path="./constraint.sdc">
current_design trafficLights

set clk_period 4.4
set clk_io_pct 0.2

create_clock -name clk0 -period $clk_period [get_ports {clk}]

set non_clock_inputs [all_inputs -no_clocks]
set_input_delay [expr $clk_period * $clk_io_pct] -clock clk0 $non_clock_inputs
set_output_delay [expr $clk_period * $clk_io_pct] -clock clk0 [all_outputs]
</file>
<file path="./design.v">
`timescale 1ns / 1ps
module trafficLights( 
    input start,
    input clk,
    output reg [7:0] light,
    output reg [7:0] lightControl
);
reg [7:0] left;
reg [7:0] right1;
reg [7:0] right2;
reg[13:0] oneSecond;
reg[13:0] twoSecond;
reg[3:0] timeCount;
reg[1:0] lightType;
reg[1:0] lightRoot;
reg[4:0] slowSecond;
always @(posedge clk) begin
    if(start == 0) begin
        timeCount<=4'd15;
        lightType<=2'd0;
        oneSecond<=14'd0;
        twoSecond<=14'd0;
        right1 <= 4'd15;
        right2 <= 4'd15;
        left <= 8'b00001101;
        lightControl <= 8'b11111111;
        lightRoot<= 2'd0;
        slowSecond<= 5'd0;
    end
    else begin
            oneSecond <= oneSecond+14'd1;
    if(oneSecond== 14'd10000) begin
        oneSecond <= 14'd0;
        twoSecond <= twoSecond+14'd1;
        slowSecond <=slowSecond+5'd1;
    end
    if(twoSecond == 14'd10000) begin
        twoSecond <= 14'd0;
        if(lightType==2'd0) begin
            if(timeCount==4'd0) begin
            timeCount <= 4'd3;
            lightType <=lightType+2'd1;
            case(lightType)
                2'd0: left <= 8'b00001101;
                2'd1: left <= 8'b00001000;
                2'd2: left <= 8'b01000010;
                default: left <= 8'b00000000;
            endcase
            end
            else begin
                timeCount <=timeCount -4'd1;
            end
            case(timeCount)
                4'd1: right1 <= 8'b01111001;
                4'd2: right1 <= 8'b00100100;
                4'd3: right1 <= 8'b00110000;
                4'd4: right1 <= 8'b00011001;
                4'd5: right1 <= 8'b00010010;
                4'd6: right1 <= 8'b00000010;
                4'd7: right1 <= 8'b01111000;
                4'd8: right1 <= 8'b00000000;
                4'd9: right1 <= 8'b00010000;
                4'd10: right1 <= 8'b01000000;
                4'd11: right1 <= 8'b01111001;
                4'd12: right1 <= 8'b00100100;
                4'd13: right1 <= 8'b00110000;
                4'd14: right1 <= 8'b00011001;
                4'd15: right1 <= 8'b00010010;
                default: right1 <= 8'b01000000;
            endcase
            case(timeCount)
                4'd1: right2 <= 8'b01000000;
                4'd2: right2 <= 8'b01000000;
                4'd3: right2 <= 8'b01000000;
                4'd4: right2 <= 8'b01000000;
                4'd5: right2 <= 8'b01000000;
                4'd6: right2 <= 8'b01000000;
                4'd7: right2 <= 8'b01000000;
                4'd8: right2 <= 8'b01000000;
                4'd9: right2 <= 8'b01000000;    
                4'd10: right2 <= 8'b01111001;
                4'd11: right2 <= 8'b01111001;
                4'd12: right2 <= 8'b01111001;
                4'd13: right2 <= 8'b01111001;
                4'd14: right2 <= 8'b01111001;
                4'd15: right2 <= 8'b01111001;
                default: right2 <= 8'b01000000;
            endcase
        end
        else if(lightType==2'd1) begin
            if(timeCount==4'd0) begin
                timeCount <= 4'd15;
                lightType <=lightType+2'd1;
                case(lightType)
                    2'd0: left <= 8'b00001101;
                    2'd1: left <= 8'b00001000;
                    2'd2: left <= 8'b01000010;
                    default: left <= 8'b00000000;
                endcase
            end
            else begin
                timeCount <=timeCount -4'd1;
            end
            case(timeCount)
                4'd1: right1 <= 8'b01111001;
                4'd2: right1 <= 8'b00100100;
                4'd3: right1 <= 8'b00110000;
                default: right1 <= 8'b01000000;
            endcase
            case(timeCount)
                4'd1: right2 <= 8'b01000000;
                4'd2: right2 <= 8'b01000000;
                4'd3: right2 <= 8'b01000000;
                default: right2 <= 8'b01000000;
            endcase
        end
        else if(lightType==2'd2) begin
            if(timeCount==4'd0) begin
                timeCount <= 4'd15;
                lightType <=2'd0;
                case(lightType)
                    2'd0: left <= 8'b00001101;
                    2'd1: left <= 8'b00001000;
                    2'd2: left <= 8'b01000010;
                    default: left <= 8'b00000000;
                endcase
            end
            else begin
                timeCount <=timeCount -4'd1;
            end
            case(timeCount)
                4'd1: right1 <= 8'b01111001;
                4'd2: right1 <= 8'b00100100;
                4'd3: right1 <= 8'b00110000;
                4'd4: right1 <= 8'b00011001;
                4'd5: right1 <= 8'b00010010;
                4'd6: right1 <= 8'b00000010;
                4'd7: right1 <= 8'b01111000;
                4'd8: right1 <= 8'b00000000;
                4'd9: right1 <= 8'b00010000;
                4'd10: right1 <= 8'b01000000;
                4'd11: right1 <= 8'b01111001;
                4'd12: right1 <= 8'b00100100;
                4'd13: right1 <= 8'b00110000;
                4'd14: right1 <= 8'b00011001;
                4'd15: right1 <= 8'b00010010;
                default: right1 <= 8'b01000000;
            endcase
            case(timeCount)
                4'd1: right2 <= 8'b01000000;
                4'd2: right2 <= 8'b01000000;
                4'd3: right2 <= 8'b01000000;
                4'd4: right2 <= 8'b01000000;
                4'd5: right2 <= 8'b01000000;
                4'd6: right2 <= 8'b01000000;
                4'd7: right2 <= 8'b01000000;
                4'd8: right2 <= 8'b01000000;
                4'd9: right2 <= 8'b01000000;    
                4'd10: right2 <= 8'b01111001;
                4'd11: right2 <= 8'b01111001;
                4'd12: right2 <= 8'b01111001;
                4'd13: right2 <= 8'b01111001;
                4'd14: right2 <= 8'b01111001;
                4'd15: right2 <= 8'b01111001;
                default: right2 <= 8'b01000000;
            endcase
        end
    end
    if(slowSecond==5'd20) begin
        slowSecond<=5'd0;
        if(lightRoot==2'd0) begin
            light <= left;
            lightControl <=8'b11110111;
            lightRoot<=lightRoot+2'd1;
        end
        else if(lightRoot==2'd1) begin
            light <= right2;
            lightControl <=8'b11111101;
            lightRoot<=lightRoot+2'd1;
        end
        else if(lightRoot==2'd2) begin
            light <= right1;
            lightControl <=8'b11111110;
            lightRoot<=2'd0;
        end
    end
    end
end
endmodule
</file>
==> impl_metrics.json <==
{
  "status": "finished clean",
  "p_int_w": 0.00118,
  "combinationalPowerShare_pct": 1.4,
  "synth_cells": 395,
  "fin_ws_ps": 1020,
  "p_sw_w": 0.000279,
  "netlist_area_um2": 3530,
  "pre_cts_ws_ps": 1050,
  "ys_types": 48,
  "period_used_pct": 76.9,
  "yosysChipArea_um2": 3530,
  "avgSynthCellArea_um2": 8.93,
  "grtUsageTotal_pct": 11.0,
  "startpoint_type": "flip-flop",
  "clock-sinks": 73,
  "pwr-share-clk_pct": 52.4,
  "reg2reg_from": "twoSecond[6]",
  "final_max_slew_viol_count": 0,
  "min_period_ps": 3380,
  "final.setup.tns_ps": 0,
  "worst_slew_pin_slew_ps": 690,
  "ys_cells": 395,
  "ys.flops": 73,
  "critPathArrivalTime_ps": 3590,
  "crit_path_end_kind": "flip-flop",
  "std_cell_rows": 39,
  "gp_congestion": 0.792,
  "skew_ps": 4.18,
  "hold_path.class": "reg -> reg",
  "timing.fmax_mhz": 295,
  "ys_seq_share_pct": 43.4,
  "postRouteAntennaNets": 0,
  "required_ps": 4600,
  "hold_depth": 2,
  "leakage_nw": 1.57,
  "rsz0062_at_grt": "false",
  "antenna_found_initial": 0,
  "fp_util_pct": 30.9,
  "relSlewSlack_pct": 53.6,
  "grt_pass1_wl_um": 11200,
  "post_cts.repair.setup_buffers": 0,
  "wl_per_cell_um": 11.5,
  "ir_drop_mv": 0.175,
  "io_buffers": 11,
  "hold_violations": 0,
  "max_cap_violations": 0,
  "lay_top_cells": "dfxtp_1 (66), nor2_1 (51), nand2_1 (39)",
  "clk_path_buf_depth": 2,
  "clock-root-buffer": "clkbuf_16",
  "rr_worst_depth": 7,
  "hold_buffers": 0,
  "crit_type": "reg -> reg",
  "ys.flop_type": "dfxtp_1",
  "drtPass1Iterations": 5,
  "cts_tree": "built",
  "grt_pass1_vias": 2308,
  "path_max_fanout": 14,
  "numCtsBuffers": 9,
  "yosys_warnings": 1,
  "h-tree-depth": 3,
  "die_area_um2": 12200,
  "drt_drc_violations_left": 0,
  "fin_hold_ws_ps": 460,
  "fp.coreArea_um2": 11400,
  "drtIter0Drc": 203,
  "via_per_inst": 4.75,
  "drive_gt1_share_pct": 7.69,
  "n_antenna_cell": 0,
  "dp_hpwl_um": 4340,
  "die_h_um": 110,
  "warnings": 38,
  "fillers": 1139,
  "edf_count": 7,
  "clk_pin_slew_ps": 50,
  "mostFrequentLayoutCell": "dfxtp_1",
  "die_w_um": 110,
  "clk_latency_ps": 330,
  "cp-startpoint": "twoSecond[6]",
  "gr-total-overflow": 0,
  "wirelength_um": 6290,
  "p_sw_share_pct": 19.1,
  "syn_to_final_growth_pct": 14.5,
  "seqPwrFrac_pct": 46.2,
  "hold_start": "left[2]",
  "synthArstFlopShare_pct": 0,
  "power.density_nw_per_um2": 361,
  "cts_resized": 0,
  "finalSetupViolCount": 0,
  "num_vias": 2594,
  "ios": 18,
  "grt_max_degree": 21
}
## path summary, 6_finish.rpt
kind,end,slack [ps]
worst max-delay path,flip-flop,1020
worst min-delay path,left[2],460
worst max register to register,flip-flop,1020
worst min register to register,left[2],460
## cells in the mapped netlist, types with 4 or more instances
| cell | number | area, um2 |
|---|---|---|
| a21oi_1 | 16 | 80.1 |
| a221oi_1 | 4 | 35.0 |
| and2_1 | 4 | 25.0 |
| and3_1 | 7 | 43.8 |
| buf_4 | 6 | 45.0 |
| clkbuf_1 | 17 | 63.8 |
| dfxtp_1 | 66 | 1320 |
| edfxtp_1 | 7 | 210 |
| ha_1 | 19 | 238 |
| inv_1 | 22 | 82.6 |
| mux2i_1 | 5 | 50.1 |
| nand2_1 | 39 | 146 |
| nand3_1 | 9 | 45.0 |
| nand3b_1 | 4 | 30.0 |
| nand4_1 | 9 | 56.3 |
| nor2_1 | 51 | 191 |
| nor3_1 | 8 | 40.0 |
| o211ai_1 | 6 | 45.0 |
| o21ai_0 | 18 | 90.1 |
| o41ai_1 | 5 | 43.8 |
| or4_1 | 5 | 37.5 |
| xnor2_1 | 10 | 87.6 |
| xor2_1 | 15 | 131 |
## worst max-delay path, stage by stage, from the launching register on
cell and delay [ps]:
dfxtp_1 320, or4_1 650, or4_1 800, a211oi_1 370
o21ai_0 220, inv_1 180, ha_1 260, mux4_2 460
## layout make-up
| type | instances | area (um2) | share of cell area (%) |
|---|---|---|---|
| clock buffer | 12 | 278 | 6.88 |
| sequential | 73 | 1530 | 37.9 |
| inverter | 22 | 82.6 | 2.04 |
| timing repair buffer | 15 | 140 | 3.47 |
| tap | 143 | 179 | 4.43 |
| multi-input combinational | 277 | 1780 | 44.1 |
| clock inverter | 4 | 47.5 | 1.18 |
## metrics by stage
step,utilization [%],instances,total power (W),instance area (um2)
6_report,35.4,546,0.00146,4040
4_1_cts,35.4,546,0.00148,4040
2_1_floorplan,-,399,0.000707,3540
5_1_grt,35.4,546,0.00152,4040
3_3_place_gp,32.5,530,0.000710,3710
3_5_place_dp,32.5,530,0.000710,3710
## per-layer routing
metal	up-vias	share of wire, %	GRT usage [%]
met4	0	1.8	2.22
met3	10	4.1	2.29
met1	1168	51	17.2
met2	49	44	15.9
met5	-	0	0
li1	1367	-	-
## cells by family (layout without fill, tap and decap cells)
| group | after synthesis | count (layout) | synth area share, % |
|---|---|---|---|
| adders and majority gates | 19 | 19 | 6.74 |
| and+or+nand+nor | 156 | 156 | 22.2 |
| AOI/OAI and AO/OA | 61 | 61 | 11.1 |
| other | 2 | 6 | 0.213 |
| DFF | 73 | 73 | 43.4 |
| buffers and inverters | 49 | 53 | 6.53 |
| muxes | 10 | 10 | 3.65 |
| xor gates and xnor gates | 25 | 25 | 6.21 |
## power by group through the flow
stage | registers [W] | logic [W] | clock network (W)
6_report | 0.000675 | 0.0000207 | 0.000765
5_1_grt | 0.000674 | 0.0000248 | 0.000816
4_1_cts | 0.000674 | 0.0000214 | 0.000781
Power and IR drop assume default switching activity.
